File: ./constraint.sdc
current_design filter

set clk_period 7.1
set clk_io_pct 0.2

create_clock -name clk0 -period $clk_period [get_ports {clk}]

set non_clock_inputs [all_inputs -no_clocks]
set_input_delay [expr $clk_period * $clk_io_pct] -clock clk0 $non_clock_inputs
set_output_delay [expr $clk_period * $clk_io_pct] -clock clk0 [all_outputs]
File: ./config.mk
export PLATFORM = sky130hd
export DESIGN_NAME = filter
export DESIGN_NICKNAME = filter
export VERILOG_FILES = /design/flow/design.v
export SDC_FILE = /design/flow/constraint.sdc
export NUM_CORES = 4
export LEC_CHECK = 1
export CORE_UTILIZATION = 40
export SYNTH_HDL_FRONTEND = slang
File: ./design.v
`timescale 1ns / 1ps
module dff (
input logic clk, reset, 
input logic [15:0] inData,
output logic [15:0] outData
);
always_ff @(posedge clk)
begin
    if(reset)
        outData <= 0;
    else
        outData <= inData;
end
endmodule
`timescale 1ns / 1ps
(* use_dsp = "yes" *)
module filter (
input logic clk, enable,
input logic signed [15:0] inData,
output logic signed [15:0] outData
);
logic signed [15:0] b [0:31];
assign b = {16'h0063, 16'h008a, 16'h00da, 16'h0162, 16'h022c, 16'h033f, 16'h0499, 16'h0633, 
            16'h07ff, 16'h09e8, 16'h0bd4, 16'h0da9, 16'h0f4b, 16'h109e, 16'h118e, 16'h120a, 
            16'h120a, 16'h118e, 16'h109e, 16'h0f4b, 16'h0da9, 16'h0bd4, 16'h09e8, 16'h07ff, 
            16'h0633, 16'h0499, 16'h033f, 16'h022c, 16'h0162, 16'h00da, 16'h008a, 16'h0063};
logic signed [15:0] x [0:31];
logic signed [31:0] mul [0:31];
logic signed [32:0] sumInt1 [0:7];
logic signed [33:0] sumInt2 [0:1];
logic signed [34:0] sum;
genvar i;
dff DFF(clk, enable, inData, x[0]);
generate
    for (i=1; i<32; i++) 
        begin: FlipFlop_Block
            dff DFF(clk, enable, x[i-1], x[i]);
        end
endgenerate
always @(posedge clk)
begin
    for(int i=0;i<32;i++)
        mul[i] <= x[i]*b[i];
end
always @(posedge clk)
begin
    sumInt1[0] <= mul[0]+mul[1]+mul[2]+mul[3];
    sumInt1[1] <= mul[4]+mul[5]+mul[6]+mul[7];
    sumInt1[2] <= mul[8]+mul[9]+mul[10]+mul[11];
    sumInt1[3] <= mul[12]+mul[13]+mul[14]+mul[15];
    sumInt1[4] <= mul[16]+mul[17]+mul[18]+mul[19];
    sumInt1[5] <= mul[20]+mul[21]+mul[22]+mul[23];
    sumInt1[6] <= mul[24]+mul[25]+mul[26]+mul[27];
    sumInt1[7] <= mul[28]+mul[29]+mul[30]+mul[31];
end
always @(posedge clk)
begin
    sumInt2[0] <= sumInt1[0]+sumInt1[1]+sumInt1[2]+sumInt1[3];
    sumInt2[1] <= sumInt1[4]+sumInt1[5]+sumInt1[6]+sumInt1[7];
end
always @(posedge clk)
begin
    sum <= sumInt2[0]+sumInt2[1];
end
assign outData = sum[18:3];
endmodule
File: ./run.sh
#!/bin/bash
# OpenROAD 26Q1-2900-gdf79404cd8, Yosys 0.63+post, stock flow scripts
make -C /OpenROAD-flow-scripts/flow DESIGN_CONFIG=/design/flow/config.mk WORK_HOME=/design/flow/orfs finish
==> PnR_summary.wiki <==
== Run summary ==
{| class="wikitable"
! Metric !! Value
|-
| Crit path launch type || flop
|-
| Tally of max-capacitance violations || 0
|-
| Register Area || 0.0260 mm²
|-
| Setup total negative slack || 0 ns
|-
| Crit-path slowest cell || sky130_fd_sc_hd__fa_1
|-
| Data arrival time of the critical path || 5.76 ns
|-
| Die outline height || approximately 530 µm
|-
| Cell count after synthesis || 10745
|-
| Hold buffer count at cts || 0
|-
| H-Tree Level Count || 4
|-
| Final setup violation count || 0
|-
| DRC errors left || 0
|-
| Slew HR || between 40% and 50%
|-
| Synthesis Warnings || 0
|-
| Period utilisation layout || between 70% and 80%
|-
| Worst path required time || 7.82 ns
|-
| Setup repair after global routing missed its margin || no
|-
| Met3 track utilization from global routing || 4.43%
|-
| Number of standard-cell rows in the floorplan || 194
|-
| Number of DRC violations after detailed-routing iteration 0 || 2162
|-
| Number of gates given a new drive strength after cts || 0
|-
| Largest fanout of any net on the critical path || 5
|-
| Number of distinct library cells after synthesis || roughly 72
|-
| Post-CTS setup buffer count || 0
|-
| Global-route track usage on met2 || about 29%
|-
| Global route hottest layer || met2
|-
| Flip-flop and latch count after synthesis || 1300
|-
| Overall overflow remaining after global route || 0
|-
| Synth Seq Share || a little under a quarter
|-
| Capturing element type of the critical path || flop
|-
| Initial Util || approximately two fifths
|-
| Antenna violations before repair || 8
|-
| Total length of routed wires || 235000 µm
|-
| Clock tree from TritonCTS || yes
|-
| Clk sink count || roughly 1300
|-
| Port-buffer cells || 33
|-
| Final worst path period need || ~5 ns
|-
| Count of instantiated cells in the yosys netlist || 10745
|-
| Combinational gate area || between 0.07 and 0.08 mm²
|-
| Deepest clock path buffer count || 4
|-
| Largest clock skew in the final design || 0.0430 ns
|-
| Vias in the first global route || 74119
|-
| Detailed-route wire length per cell || between 15 and 20 µm
|-
| Fraction of final layout cells sized beyond drive strength 1 || approximately 2.9%
|-
| Power density over the cells || 157 mW/mm²
|-
| Count of boundary I/O pins || 34
|-
| Run status || finished clean
|-
| DP HPWL || just under 200000 µm
|-
| Final hold viol count || 0
|-
| Ratio of routed vias to standard cells || 4.64
|-
| Largest net degree at the start of global routing || 125
|-
| Path type of the worst setup path || reg2reg
|-
| Number of max-slew violations in the final report || 0
|-
| Post-synth tally of flip-flops with integrated enable || 0
|-
| Post-detailed-route count of antenna-violating nets || 0
|-
| Width of the chip || 532 µm
|-
| Root buffer cell || sky130_fd_sc_hd__clkbuf_16
|-
| VDD IR max || 0.000206 V
|-
| Average cell area after synthesis || ~10 µm²
|-
| Count of TritonRoute iterations in the first routing pass || 5
|-
| Combined area of all synthesized cells || 0.112 mm²
|-
| Proportion of register bits with asynchronous set or reset after synthesis || 0%
|-
| Peak per-stage delay on the critical path || 0.63 ns
|-
| Aggregate global-route resource usage || 18.3%
|-
| Dominant flop cell || sky130_fd_sc_hd__dfxtp_1
|-
| Placer congestion estimate || 0.942
|-
| Clock latency reported for the late side of the worst-skew pair || approximately 0.84 ns
|-
| Routed vias || 68388
|-
| Warning total across the stage logs || 57
|-
| Placed instance area || 0.117 mm²
|-
| Slew @ Worst Pin || 0.883 ns
|-
| Cell-by-cell trace of the critical path || inv_1 > fa_1 > inv_1 > ha_1 > a21o_1 > fa_1 > fa_1 > inv_1 > fa_1 > inv_1 > ha_1 > and2_1 > a311o_1 > a31oi_1 > a21oi_1 > o311ai_1
|-
| Tally of filler cells in the layout || 25686
|-
| Global-route wire length before repair || 392000 µm
|-
| Relative area change from synthesis to final layout || 9.35%
|-
| Leakage dissipation || about 65 nW
|-
| Number of CTS-inserted buffers || 162
|-
| Kind of path behind the tightest hold check || reg2reg
|-
| Highest attainable clock frequency || between 150 and 200 MHz
|-
| Register clock-pin slew on the reported worst setup and hold paths || roughly 0.06 ns
|-
| Core area || 0.279 mm²
|-
| Yosys Chip Area || around 0.11 mm²
|-
| Finished layout cell area || 0.123 mm²
|-
| Grt met1 use || 26.5%
|-
| Overall die area || 0.283 mm²
|}
==> metrics by stage <==
step	utilization, %	power [mW]	std cells	hold slack, ns	setup WS (ns)
after floorplan	-	9.59	10745	0.310	2.36
after global placement	42.0	10.8	14449	0.321	1.98
after detailed placement	42.0	10.8	14449	0.327	2.09
after CTS	44.0	19.6	14741	0.341	2.05
after global routing	44.0	20.1	14748	0.361	1.82
final	44.0	19.2	14750	0.334	2.06
==> cell usage in the layout (no fill, tap or decap), types with 16 or more instances in the layout <==
master / count
sky130_fd_sc_hd__o21ai_0: 136
sky130_fd_sc_hd__o21ai_1: 18
sky130_fd_sc_hd__clkbuf_1: 24
sky130_fd_sc_hd__nand4_1: 25
sky130_fd_sc_hd__a21o_1: 131
sky130_fd_sc_hd__and2_1: 22
sky130_fd_sc_hd__or3_1: 33
sky130_fd_sc_hd__o31ai_1: 22
sky130_fd_sc_hd__clkbuf_16: 165
sky130_fd_sc_hd__clkbuf_8: 22
sky130_fd_sc_hd__fa_1: 1499
sky130_fd_sc_hd__and3_1: 43
sky130_fd_sc_hd__a31oi_1: 33
sky130_fd_sc_hd__o21a_1: 99
sky130_fd_sc_hd__a211oi_1: 51
sky130_fd_sc_hd__clkinv_2: 21
sky130_fd_sc_hd__a211o_1: 27
sky130_fd_sc_hd__o21bai_1: 47
sky130_fd_sc_hd__xnor2_1: 705
sky130_fd_sc_hd__dfxtp_1: 1300
sky130_fd_sc_hd__clkinvlp_4: 16
sky130_fd_sc_hd__o41ai_1: 21
sky130_fd_sc_hd__nand2b_1: 68
sky130_fd_sc_hd__nor2_1: 447
sky130_fd_sc_hd__bufinv_16: 19
sky130_fd_sc_hd__a21oi_1: 365
sky130_fd_sc_hd__nand2_1: 154
sky130_fd_sc_hd__nor2b_1: 449
sky130_fd_sc_hd__xor2_1: 165
sky130_fd_sc_hd__ha_1: 1924
sky130_fd_sc_hd__clkdlybuf4s50_1: 32
sky130_fd_sc_hd__nand3_1: 68
sky130_fd_sc_hd__inv_1: 2483
sky130_fd_sc_hd__or2_2: 21
sky130_fd_sc_hd__o211ai_1: 23
sky130_fd_sc_hd__nor4_1: 19
sky130_fd_sc_hd__nor3_1: 105
==> state kept, by name, summed over array words and instances, names as in the netlist <==
| name | cells |
|---|---|
| mul | 582 |
| FlipFlop_Block.DFF.outData | 496 |
| sumInt1 | 152 |
| sumInt2 | 38 |
| DFF.outData | 16 |
| sum | 16 |
==> power breakdown <==
part | total, mW | internal (mW) | leakage, nW | switching (mW)
Clock | 8.66 | 5.23 | 2.71 | 3.43
Combinational | 2.76 | 1.09 | 52.2 | 1.67
Sequential | 7.81 | 7.60 | 10.5 | 0.209
Total | 19.2 | 13.9 | 65.4 | 5.31
==> area by class of cell <==
type | instances | share of cell area, %
multi-input cells | 6899 | 62.5
inverters | 2483 | 7.59
clock inverters | 81 | 0.892
clock buffers | 211 | 3.68
repair buffers | 43 | 0.355
well taps | 3724 | 3.80
flip-flops and latches | 1300 | 21.2
diodes | 9 | 0.0183
==> path summary, 6_finish.rpt <==
| check | from | cells past startpoint | to | slack (ns) |
|---|---|---|---|---|
| setup / recovery | FlipFlop_Block[8].DFF.outData[3]$_SDFF_PP0_ | 16 | mul[0][273]$_DFF_P_ | 2.06 |
| hold / removal | mul[1][96]$_DFF_P_ | 0 | sumInt1[1][0]$_DFF_P_ | 0.33 |
| setup reg to reg | FlipFlop_Block[8].DFF.outData[3]$_SDFF_PP0_ | 16 | mul[0][273]$_DFF_P_ | 2.06 |
| hold reg to reg | mul[1][96]$_DFF_P_ | 0 | sumInt1[1][0]$_DFF_P_ | 0.33 |
==> synth_stat cells (9+ instances only) <==
library cell                   n  area (µm²)
sky130_fd_sc_hd__nor4_1       19         119
sky130_fd_sc_hd__clkbuf_1     63         236
sky130_fd_sc_hd__nand2_1     154         578
sky130_fd_sc_hd__o21ai_0     136         681
sky130_fd_sc_hd__o21ai_1      18        90.1
sky130_fd_sc_hd__or3_1        33         206
sky130_fd_sc_hd__a211oi_1     51         383
sky130_fd_sc_hd__o31ai_1      22         165
sky130_fd_sc_hd__nand4_1      25         156
sky130_fd_sc_hd__nor2b_1     449        2810
sky130_fd_sc_hd__or2_2        21         131
sky130_fd_sc_hd__or4_1        15         113
sky130_fd_sc_hd__nor3_1      105         526
sky130_fd_sc_hd__a21o_1      131         983
sky130_fd_sc_hd__o41ai_1      21         184
sky130_fd_sc_hd__inv_1      2483        9320
sky130_fd_sc_hd__mux2i_1      13         130
sky130_fd_sc_hd__a41o_1       12         120
sky130_fd_sc_hd__a2111oi_0     9        78.8
sky130_fd_sc_hd__and3_1       43         269
sky130_fd_sc_hd__fa_1       1499       30000
sky130_fd_sc_hd__o21a_1       99         743
sky130_fd_sc_hd__o211ai_1     23         173
sky130_fd_sc_hd__dfxtp_1    1300       26000
sky130_fd_sc_hd__a31o_2       13         114
sky130_fd_sc_hd__o21bai_1     47         353
sky130_fd_sc_hd__nand2b_1     68         425
sky130_fd_sc_hd__o311ai_0     10        87.6
sky130_fd_sc_hd__o31a_1        9        78.8
sky130_fd_sc_hd__a21oi_1     365        1830
sky130_fd_sc_hd__a31oi_1      33         206
sky130_fd_sc_hd__and2_1       22         138
sky130_fd_sc_hd__xor2_1      165        1450
sky130_fd_sc_hd__xnor2_1     705        6170
sky130_fd_sc_hd__nand3_1      68         340
sky130_fd_sc_hd__ha_1       1924       24100
sky130_fd_sc_hd__a211o_1      27         236
sky130_fd_sc_hd__nor2_1      447        1680
==> cells by family (layout without fill, tap and decap cells) <==
| family | count (synthesis) | after routing | share of synthesized area [%] |
|---|---|---|---|
| AND-OR/OR-AND | 1095 | 1095 | 6.35 |
| XOR/XNOR | 870 | 870 | 6.79 |
| other | 0 | 9 | 0 |
| flip-flops | 1300 | 1300 | 23.2 |
| multiplexers | 14 | 14 | 0.126 |
| adder cells (fa/ha/maj) | 3423 | 3423 | 48.2 |
| AND/OR/NAND/NOR | 1497 | 1497 | 6.88 |
| buffers and inverters | 2546 | 2818 | 8.51 |
==> critical path: cells and delay by family (launching register included) <==
family | cells | cell delay (ns)
adders and majority gates | 6 | 2.78
AOI/OAI and AO/OA | 5 | 1.23
DFF | 1 | 0.41
buffers and inverters | 4 | 0.34
and+or+nand+nor | 1 | 0.20
==> per-layer routing <==
metal | share of wire [%] | routed length, µm
met4 | 2.5 | 5910
met1 | 45 | 107000
met2 | 47 | 110000
met3 | 5.5 | 12900
met5 | 0.014 | 33
Power figures rest on the tool's default switching activity, not on a simulated workload.
